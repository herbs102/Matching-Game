[design/flow/design.v]
module Match_Game(
input wire[17:0]SW,     
input [2:0]KEY,         
output reg [6:0]LEDG,   
output reg [17:0]LEDR,  
output reg [6:0] HEX0,  
output reg [6:0] HEX1,  
output reg[6:0] HEX2,   
output reg [6:0] HEX3,  
input wire CLOCK_50,
input wire reset,
output reg [3:0] hex_digit_ones,  
output reg [3:0] hex_digit_tens   
);
always@(*)
begin
	 LEDR[17] = SW[3]||SW[2];
	 LEDR[16] = SW[2]||SW[1];
	 LEDR[15] = SW[3];
	 LEDR[14] = SW[3]||SW[2]||SW[1];
	 LEDR[13] = SW[1];
	 LEDR[12] = SW[3];
	 LEDR[11] = SW[2]||SW[1];
	 LEDR[10] = SW[3]||SW[2];
	 LEDR[9] = SW[3]||SW[2];
	 LEDR[8] = SW[3];
	 LEDR[7] = SW[2]||SW[1];
	 LEDR[6] = SW[3];
	 LEDR[5] = SW[2];
	 LEDR[4] = SW[3]||SW[1];
	 if (SW[17])begin
	 LEDR[17]=1'b0;
	 end
	 if (SW[16])begin
	 LEDR[16]=1'b0;
	 end
	 if (SW[15])begin
	 LEDR[15]=1'b0;
	 end
	 if (SW[14])begin
	 LEDR[14]=1'b0;
	 end
	 if (SW[13])begin
	 LEDR[13]=1'b0;
	 end
	 if (SW[12])begin
	 LEDR[12]=1'b0;
	 end
	 if (SW[11])begin
	 LEDR[11]=1'b0;
	 end
	 if (SW[10])begin
	 LEDR[10]=1'b0;
	 end
	 if (SW[9])begin
	 LEDR[9]=1'b0;
	 end
	 if (SW[8])begin
	 LEDR[8]=1'b0;
	 end
	 if (SW[7])begin
	 LEDR[7]=1'b0;
	 end
	 if (SW[6])begin
	 LEDR[6]=1'b0;
	 end
	 if (SW[5])begin
	 LEDR[5]=1'b0;
	 end	 
	 if (SW[4])begin
	 LEDR[4]=1'b0;
	 end 
end
	 reg [31:0] counter;  
	 reg [5:0] seconds;
	 always @(posedge CLOCK_50 or posedge SW[0]) 
begin
	if (SW[0]) begin
	LEDG[6:0] = 7'b0000000;
	counter<= 0;
	seconds<= 6'b000000;
	hex_digit_ones <= 4'b0000;
	hex_digit_tens <= 4'b0000;
	HEX3 <= 7'b1111110;
	HEX2 <= 7'b1111110;
				  end 
	else if (KEY[1] ) begin
	counter <= counter + 1;
	 if(counter == 50000000) begin
		LEDG[6:0] = 7'b1111111;
		counter<= 0;
		seconds <= seconds + 1;
		hex_digit_ones <= seconds[3:0];
		hex_digit_ones <= seconds[5:4];
		end
		else if(seconds == 60)
		begin
		seconds <= 6'b000000;
		end
		hex_digit_ones <= seconds[3:0];
		hex_digit_tens <= seconds[5:4];
case (hex_digit_ones)
	4'd0: HEX0 <= 7'b1000000;
	4'd1: HEX0 <= 7'b1111001;
	4'd2: HEX0 <= 7'b0100100;
	4'd3: HEX0 <= 7'b0110000;
	4'd4: HEX0 <= 7'b0011001;
	4'd5: HEX0 <= 7'b0010010;
	4'd6: HEX0 <= 7'b0000010;
	4'd7: HEX0 <= 7'b1111000;
	4'd8: HEX0 <= 7'b0000000;
	4'd9: HEX0 <= 7'b0010000;
	default: HEX0 <= 7'b1000000;
	endcase
	case (hex_digit_tens)
	4'd0: HEX1 <= 7'b1000000;
	4'd1: HEX1 <= 7'b1111001;
	4'd2: HEX1 <= 7'b0100100;
	4'd3: HEX1 <= 7'b0110000;
	4'd4: HEX1 <= 7'b0011001;
	4'd5: HEX1 <= 7'b0010010;
	4'd6: HEX1 <= 7'b0000010;
	4'd7: HEX1 <= 7'b1111000;
	4'd8: HEX1 <= 7'b0000000;
	4'd9: HEX1 <= 7'b0010000;
	default: HEX1 <= 7'b1000000;
	endcase
	end 
end
endmodule
[design/flow/run.sh]
#!/bin/bash
# OpenROAD 26Q1-2900-gdf79404cd8, Yosys 0.63+post, stock flow scripts
make -C /OpenROAD-flow-scripts/flow DESIGN_CONFIG=/design/flow/config.mk WORK_HOME=/design/flow/orfs finish
[design/flow/config.mk]
export PLATFORM = sky130hd
export DESIGN_NAME = Match_Game
export DESIGN_NICKNAME = Match_Game
export VERILOG_FILES = /design/flow/design.v
export SDC_FILE = /design/flow/constraint.sdc
export NUM_CORES = 4
export LEC_CHECK = 1
export CORE_UTILIZATION = 30
[design/flow/constraint.sdc]
current_design Match_Game

set clk_period 2.5
set clk_io_pct 0.2

create_clock -name clk0 -period $clk_period [get_ports {CLOCK_50}]

set non_clock_inputs [all_inputs -no_clocks]
set_input_delay [expr $clk_period * $clk_io_pct] -clock clk0 $non_clock_inputs
set_output_delay [expr $clk_period * $clk_io_pct] -clock clk0 [all_outputs]
==> flow_summary.ini <==
; flow metrics
[setup_path]
crit_path_end_kind = output pin
start_kind = input port
cp_max_fo = 7
crit_chain = clkdlybuf4s50_1, nor2_1, nor2_1, clkdlybuf4s50_1
path_class = in2out
cp_slowest_stage_delay_ns = 0.56
arrival_ns = 1.75
cp.required_ns = 2.00
crit_slowest_cell = clkdlybuf4s50_1

[synth]
syn_avg_cell_area_um2 = 10.1
ys_seq_share_pct = 48.6
ys_ff = 57
postSynth.asyncResetShare_pct = 78.9
ff_type = dfrtp_1
syn-instance-count = 303
synthesis.area_mm2 = 0.00306
top_cells_by_area = dfrtp_1 (37%), edfxtp_1 (12%), buf_4 (6.9%)
top_area_cell = dfrtp_1
yosysTopAreaCellShare_pct = 36.8
synth-edff-count = 12
ys_sh_aoi_pct = 3.36
synth.cellmix.adderShare_pct = 3.68
yosysWarnings = 5
simple_gate_area_share_pct = 22.8
synth.distinct_cells = 42
yosys_area_mm2 = 0.00306
ys_cells = 303
xor_share_pct = 8.59
top_logic_kind = simple AND/OR/NAND/NOR gates
ys_sh_mux_pct = 3.11

[sta]
grt_setup_unrepaired = false
slew_viol_final = 0
hold_viol = 0
setup_tns_ns = 0
worst_slack_ns = 0.252
post-route-min-period_ns = 2.25
finalCritPeriodShare_pct = 89.9
fmax_mhz = 445
finalSetupViolations = 0
clock_skew_ns = 0.00605

[layout]
final_area_mm2 = 0.00394
num-fill-cells = 961
final_layout_size_suffix_gt1_share_pct = 8.33
logic_area_mm2 = 0.00135
syn2layout_area_growth_pct = 28.8
flop_area_mm2 = 0.00149
fin_cells = 505

[placement]
dpl.hpwl_um = 4150
place_congestion = 0.853
pre_cts_ws_ns = 0.0791
port-buffer-count = 59
dpl.cell_count = 489
dpl-instance-area_mm2 = 0.00373

[clock_network]
numClockSinks = 57
postCtsSetupRepairBufs = 0
hold_buffers = 0
path_clk_slew_ns = 0.07
cts_tree = built
clockBufferDepth = 2
cts_made_buffers = 9
cts_root_buffer = clkbuf_8
cts_resized = 0
worstSkewPairLatency_ns = 0.33
cts_htree_levels = 3

[route]
vias = 2191
ant_nets = 0
antennaDiodeCount = 0
routed_wl_um = 5730
vias_per_cell = 4.34
avgRoutedWirePerCell_um = 11.3
firstDrtPassIters = 4
drt_iter0_drc = 75
route.detailed.drc = 0

[die]
num_io_pins = 84
rows = 36
die_w_um = 103
dieArea_mm2 = 0.0106
coreArea_mm2 = 0.00982
die_h_um = 103
floorplan.core_util_pct = 31.1

[global_routing]
grt_overflow = 0
track_usage_pct = 11.4
grt_pass1_wl_um = 9360
grt_pass1_vias = 1977
antenna_found_initial = 0
grt_max_degree = 46

[power_and_ir_drop]
leakagePower_nw = 1.71
power_mw = 2.29
irDropWorstVdd_mv = 0.369
powerDensity_mw_per_mm2 = 580

[hold_path]
hp-class = reg2reg

[flow_run]
warnings = 34
cap_violations = 0

[run_status]
outcome = complete, no violations
-- registers in the layout, summed over array words and instances (netlist names) --
| name | count |
|---|---|
| counter | 32 |
| HEX0 | 7 |
| seconds | 6 |
| HEX1 | 5 |
| hex_digit_ones | 4 |
| hex_digit_tens | 2 |
| LEDG | 1 |
-- layout by cell type, fill, tap and decap left out, types with 4 or more instances in the layout --
master / netlist / final
clkdlybuf4s50_1: 0 / 59
dfrtp_1: 45 / 45
nor2_1: 37 / 37
conb_1: 2 / 21
xnor2_1: 17 / 17
nand2_1: 16 / 16
nand3_1: 15 / 15
inv_1: 15 / 14
nand4_1: 13 / 13
xor2_1: 13 / 13
edfxtp_1: 12 / 12
nor2b_1: 10 / 10
ha_1: 9 / 9
clkbuf_8: 0 / 9
o21ai_0: 8 / 8
buf_4: 28 / 8
nor4_1: 7 / 7
mux2i_1: 5 / 5
and4_1: 5 / 5
and3_1: 4 / 4
nor3_1: 4 / 4
-- per-layer routing --
| layer | vias up | GRT usage, % | part of all wire (%) |
|---|---|---|---|
| li1 | 1117 | - | - |
| met1 | 1013 | 16.7 | 46 |
| met2 | 54 | 17.6 | 47 |
| met3 | 7 | 3.58 | 6.4 |
| met4 | 0 | 1.30 | 0.85 |
| met5 | - | 0 | 0 |
-- logic make-up (layout without fill, tap and decap cells) --
logic type,count (synthesis),in the layout
fa+ha+maj,9,9
flops,57,57
simple gates,129,129
xor+xnor,30,30
buf+inv,49,99
mux,9,9
compound gates,18,18
other cells,2,21
-- worst max-delay path: cells and delay by family --
| kind | cells | cell delay [ns] |
|---|---|---|
| buffers and inverters | 2 | 1.03 |
| AND/OR/NAND/NOR | 2 | 0.20 |
-- report_power, final --
| group | internal (mW) | leakage, nW | switching (mW) |
|---|---|---|---|
| logic | 0.153 | 0.894 | 0.113 |
| clock network | 0.556 | 0.108 | 0.355 |
| registers | 1.01 | 0.705 | 0.0946 |
| total | 1.72 | 1.71 | 0.563 |
-- metrics by stage --
stage	hold slack [ns]	utilization [%]
2_1_floorplan	0.446	-
3_3_place_gp	0.471	38.0
3_5_place_dp	0.477	38.0
4_1_cts	0.489	40.1
5_1_grt	0.499	40.1
6_report	0.488	40.1
-- path summary, 6_finish.rpt --
kind                             start           endpoint  slack (ns)  depth (start not counted)
max in group asynchronous        SW[0]        counter[19]        1.72                          3
min reg2reg                counter[26]        counter[26]        0.49                          1
min                        counter[26]        counter[26]        0.49                          1
max                              SW[3]           LEDR[17]        0.25                          4
max reg2reg                counter[11]         seconds[0]        0.51                          6
min in group asynchronous        SW[0]  hex_digit_ones[2]        0.56                          3
-- cell usage after synthesis, types with 5 or more instances --
cell and instances:
dfrtp_1 45, nor2_1 37, buf_4 28, xnor2_1 17
nand2_1 16, inv_1 15, nand3_1 15, nand4_1 13
xor2_1 13, edfxtp_1 12, nor2b_1 10, ha_1 9
o21ai_0 8, nor4_1 7, and4_1 5, mux2i_1 5
-- layout make-up --
| class | count | share of cell area [%] |
|---|---|---|
| flip-flops and latches | 57 | 37.7 |
| multi-input cells | 216 | 34.3 |
| repair buffers | 68 | 17.0 |
| well taps | 133 | 4.22 |
| clock buffers | 10 | 3.24 |
| clock inverters | 6 | 2.10 |
| inverters | 15 | 1.43 |
No activity file was given, so power comes from the tool's default toggle rates.
