### ./run.sh
#!/bin/bash
# OpenROAD 26Q1-2900-gdf79404cd8, Yosys 0.63+post, stock flow scripts
make -C /OpenROAD-flow-scripts/flow DESIGN_CONFIG=/design/flow/config.mk WORK_HOME=/design/flow/orfs finish
### ./config.mk
export PLATFORM = sky130hd
export DESIGN_NAME = two_decimal_val
export DESIGN_NICKNAME = two_decimal_val
export VERILOG_FILES = /design/flow/design.v
export SDC_FILE = /design/flow/constraint.sdc
export NUM_CORES = 4
export LEC_CHECK = 1
export CORE_AREA = 10 10 89 89
export DIE_AREA = 0 0 99 99
### ./constraint.sdc
current_design two_decimal_val

set clk_period 5.8
set clk_io_pct 0.2

create_clock -name clk0 -period $clk_period

set non_clock_inputs [all_inputs -no_clocks]
set_input_delay [expr $clk_period * $clk_io_pct] -clock clk0 $non_clock_inputs
set_output_delay [expr $clk_period * $clk_io_pct] -clock clk0 [all_outputs]
### ./design.v
module seven_segment (
input [6:0]i,
output reg [6:0]out
);
always @(*)
begin
case(i)
		4'b0000:
			out = 7'b1000000;  
		4'b0001:
			out = 7'b1111001;  
		4'b0010:
			out = 7'b0100100;  
		4'b0011:
			out = 7'b0110000;  
		4'b0100:
			out = 7'b0011001;  
		4'b0101:
			out = 7'b0010010;  
		4'b0110:
			out = 7'b0000010;  
		4'b0111:
			out = 7'b1111000;  
		4'b1000:
			out = 7'b0000000;  
		4'b1001:
			out = 7'b0011000;  
		4'b1010:
			out = 7'b0001000;  
		4'b1011:
			out = 7'b0000011;  
		4'b1100:
			out = 7'b1000110;  
		4'b1101:
			out = 7'b0100001;  
		4'b1110:
			out = 7'b0000110;  
		4'b1111:
			out = 7'b0001110;  
	endcase
end
endmodule
module two_decimal_val (   
input [6:0]val,    
output [6:0]ones,    
output [6:0]tens     
);
reg [6:0] result_one_digit;   
reg [6:0] result_ten_digit;   
always @(*)
begin
		result_one_digit[6:0] = val % 10;
		result_ten_digit[6:0] = val / 10;
end
seven_segment lsb(result_one_digit, ones);
seven_segment msb(result_ten_digit, tens);
endmodule 
==> qor.txt <==
Status - finished, final reports clean
Fillers - 619
I/O pin count - 21
DR top layer - met4
Register area - 210 sq um
Share of layout cells above drive strength 1 - 16.7%
Site row count - 28
CP startpoint kind - primary input
Syn Area/Cell - 7.07 sq um
Critical path type - primary input to output pin
Routed WL - 4500 um
Global-route wire length before repair - 7840 um
Area grow syn2layout - 26.2%
Final Hold Viols - 0
Critical Path RT - 4640 ps
Worst vdd ir - 0.0404 mV
Final Power - 0.226 mW
Yosys Chip Area - 0.00156 sq mm
DR vias/cell - 5.45
Routed wl met2 - 2050 um
Slowest CP cell - a2111oi_4
Drt drc - 0
ANT nets after route - 0
Number of unconstrained endpoints - 21
Core area - 0.00599 sq mm
Worst Path Arrival - 4440 ps
OpenROAD warning count - 32
Antenna diodes - 0
Register pins left without a clock - 14
Iter 0 DRT Violations - 148
Final slew viol count - 0
CP Capture Type - output pin
Async set or reset register ratio after synthesis - 0%
Die X - 99 um
Stages on the worst setup path - 14
Pwr dens - 115 mW/mm^2
Max_cap viols - 0
Worst Max-Slew Pin Slew - 772 ps
Crit. Startpoint - val[5]
Total GRT Usage - 8.98%
Post-Syn Area - 0.00156 sq mm
IO Port Bufs - 21
Post-CTS Setup Inserts - 0
Die height - 99 um
Leakage - 0.734 nW
Largest net degree at the start of global routing - 24
Bufs and invs on worst path - 3
DR WL met3 - 298 um
Logic area - 0.00141 sq mm
DRT Pass-1 Iters - 4
Final Cycle Share - 96.6%
Wl on met1 - 2140 um
RSZ-0062 raised after global routing - false
Final setup vio count - 0
Worst Setup EP - tens[0]
Crit path time final - 5600 ps
Routed length per instance - 14.5 um
Post-synth regs - 14
GR Overflow Total - 0
Synth Warn # - 2
DP HPWL - 3160 um
Post-Syn Instances - 221
Fp util - 26.1%
Max Freq - 0.178 GHz
DR vias - 1683
Post-CTS Hold Fix Bufs - 0
Crit path max-delay family - AND-OR/OR-AND gates
CP Max Fanout - 18
Chip footprint - 0.00980 sq mm
Commonest flop - dlxtn_1
CP Cell Sequence - buf_12 -> nor2_4 -> inv_2 -> ha_4 -> nand2b_1 -> o21ai_1 -> a21o_4 -> a2111oi_4 -> a211oi_4 -> nand2_2 -> nor2_1 -> o32ai_1 -> dlxtn_1 -> clkdlybuf4s50_1
Vias in the first global route - 1590
GP Congestion - 0.882
Crit-path max cell delay - 500 ps
Synth cell types - 66
Max-slew headroom - 48.4%
Count of library flops with an enable pin - 0
# Cells Yosys - 221
Initial antenna violation count - 0
through the flow:
stage / utilization [%] / area, sq um / setup slack [ps] / TNS [ps] / instances
after detailed placement: 30.1 / 1810 / -1120 / -6300 / 307
after CTS: 31.7 / 1900 / 8.63 / 0 / 309
after global routing: 32.9 / 1970 / 10.4 / 0 / 309
final: 32.9 / 1970 / 196 / 0 / 309
after floorplan: - / 1580 / 730 / 0 / 227
after global placement: 30.1 / 1810 / -1100 / -6160 / 307
power breakdown:
part	switching (mW)	total, mW	internal, mW
combinational	0.118	0.203	0.0846
sequential	0.00180	0.0227	0.0209
clock	0	0	0
total	0.120	0.226	0.105
cells by family after synthesis:
logic type | count (synthesis) | share of synthesized area (%)
buffers and inverters | 23 | 7.21
adders and majority gates | 2 | 1.44
AOI/OAI and AO/OA | 83 | 43.1
latches | 14 | 13.5
and+or+nand+nor | 92 | 30.8
other | 1 | 0.240
xor gates and xnor gates | 2 | 1.12
muxes | 4 | 2.56
synth_stat cells, types with 3 or more instances:
master / instances / area, sq um
nand2_1: 27 / 101
nor2_1: 22 / 82.6
nand3_1: 3 / 15.0
a21oi_1: 16 / 80.1
inv_1: 5 / 18.8
o31ai_1: 5 / 37.5
o21ai_0: 11 / 55.1
nand2b_1: 6 / 37.5
and3_1: 3 / 18.8
o22ai_1: 5 / 31.3
and2_1: 5 / 31.3
clkbuf_1: 9 / 33.8
buf_2: 3 / 15.0
a2111oi_4: 3 / 82.6
a31oi_1: 6 / 37.5
a211oi_1: 3 / 22.5
nor3_1: 3 / 15.0
o21ai_1: 3 / 15.0
mux2i_1: 4 / 40.0
dlxtn_1: 14 / 210
layer usage:
layer / up-vias / global-route usage (%)
met5: - / 0
met4: 0 / 0.882
met3: 2 / 1.55
met2: 40 / 13.9
met1: 777 / 13.1
li1: 864 / -
cell usage in the layout (no fill, tap or decap), types with 5 or more instances in the layout:
master           netlist  layout
o21ai_0               11      10
nand2_1               27      26
dlxtn_1               14      14
clkdlybuf4s50_1        0      13
nand2b_1               6       6
a21oi_1               16      14
o22ai_1                5       5
nor2_1                22      21
conb_1                 1       7
a31oi_1                6       5
area by class of cell:
class                           instances  share of cell area, %
Multi-Input combinational cell        192                   71.6
Sequential cell                        14                   10.7
Tap cell                               75                   4.76
Timing Repair Buffer                   22                   11.8
Inverter                                6                   1.14
registers in the layout (all words and copies together) (netlist names):
register	cells
lsb.out	7
msb.out	7
what timing repair did:
item                                    CTS  global route
pin swaps                                 7             7
gates cloned                              2             0
endpoints found under the setup margin    7             7
gates resized                            32            25
Power is estimated from default activity; no workload was simulated.
